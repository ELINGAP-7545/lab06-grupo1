===== /design/flow/design.v =====
module BCDtoSSeg (BCD, SSeg);
  input [3:0] BCD;
  output reg [6:0] SSeg;
always @ ( * ) begin
  case (BCD)
   4'b0000: SSeg = 7'b0000001;  
	4'b0001: SSeg = 7'b1001111;  
	4'b0010: SSeg = 7'b0010010;  
	4'b0011: SSeg = 7'b0000110;  
	4'b0100: SSeg = 7'b1001100;  
	4'b0101: SSeg = 7'b0100100;  
	4'b0110: SSeg = 7'b0100000;  
	4'b0111: SSeg = 7'b0001111;  
	4'b1000: SSeg = 7'b0000000;  
	4'b1001: SSeg = 7'b0000100;  
   4'ha: SSeg = 7'b0001000;  
   4'hb: SSeg = 7'b1100000;
   4'hc: SSeg = 7'b0110001;
   4'hd: SSeg = 7'b1000010;
   4'he: SSeg = 7'b0110000;
   4'hf: SSeg = 7'b0111000;
    default:
    SSeg = 0;
  endcase
end
endmodule
`timescale 1ns / 1ps
module display(
    input [15:0] num,
    input clk,
    output [0:6] sseg,
    output reg [3:0] an,
	 input rst
    );
reg [3:0]bcd=0;
BCDtoSSeg bcdtosseg(.BCD(bcd), .SSeg(sseg));
reg [26:0] cfreq=0;
wire enable;
assign enable = cfreq[16];
assign led =enable;
always @(posedge clk) begin
  if(rst==1) begin
		cfreq <= 0;
	end else begin
		cfreq <=cfreq+1;
	end
end
reg [1:0] count =0;
always @(posedge enable) begin
		if(rst==1) begin
			count<= 0;
			an<=4'b1111; 
		end else begin 
			count<= count+1;
			an<=4'b1101; 
			case (count) 
				2'h0: begin bcd <= num[3:0];   an<=4'b1110; end 
				2'h1: begin bcd <= num[7:4];   an<=4'b1101; end 
				2'h2: begin bcd <= num[11:8];  an<=4'b1011; end 
				2'h3: begin bcd <= num[15:12]; an<=4'b0111; end 
			endcase
		end
end
endmodule

===== /design/flow/run.sh =====
#!/bin/bash
# OpenROAD 26Q1-2900-gdf79404cd8, Yosys 0.63+post, stock flow scripts
make -C /OpenROAD-flow-scripts/flow DESIGN_CONFIG=/design/flow/config.mk WORK_HOME=/design/flow/orfs finish

===== /design/flow/config.mk =====
export PLATFORM = sky130hd
export DESIGN_NAME = display
export DESIGN_NICKNAME = display
export VERILOG_FILES = /design/flow/design.v
export SDC_FILE = /design/flow/constraint.sdc
export NUM_CORES = 4
export LEC_CHECK = 1
export CORE_UTILIZATION = 30
export SYNTH_HDL_FRONTEND = slang

===== /design/flow/constraint.sdc =====
current_design display

set clk_period 2.9
set clk_io_pct 0.2

create_clock -name clk0 -period $clk_period [get_ports {clk}]

set non_clock_inputs [all_inputs -no_clocks]
set_input_delay [expr $clk_period * $clk_io_pct] -clock clk0 $non_clock_inputs
set_output_delay [expr $clk_period * $clk_io_pct] -clock clk0 [all_outputs]

==> flow_summary.yaml <==
# synthesis and place-and-route metrics
route:
  wl_per_cell_um: 9.43
  top_layer_used: "met4"
  wl_met1_um: 1200
  num_vias: 1096
  viasPerCell: 4.31
  antenna_cells: 0
  drt_iter0_markers: 28
  wl_met2_um: 1130
  first_pass_iters: 4
  antenna_left: 0
  route.detailed.drc: 0
  wl_met3_um: 51
  wirelength_um: 2400
place:
  dp.cells: 250
  hpwl_um: 1870
  port_buffers: 28
  gp_congestion: 0.805
grt:
  grt_start_max_net_pins: 21
  grt_pass1_vias: 1021
  grt_pass1_wl_um: 4310
  overflow: 0
  grt_antenna_before_repair: 0
  grt_util_all_layers_pct: 9.71
synthesis:
  syn_area_sq_mm: 0.00158
  yosysTopAreaCell: "dfxtp_1"
  ys_chip_area_sq_mm: 0.00158
  synthFlopType: "dfxtp_1"
  ys_warn_count: 0
  top_cell: "dfxtp_1"
  async_flop_share_pct: 0
  synth.top_cell.area_share_pct: 38.0
  ys_ff: 34
  syn-instance-count: 157
  ys_top_cells_by_count: "dfxtp_1, nor2_1, mux2i_1"
  synth_cell_types: 34
  topCellsByArea: "dfxtp_1, ha_1, mux2i_1"
  yosysCellCount: 157
  syn_avg_cell_area_sq_um: 10.1
  yosysSeqAreaShare_pct: 45.6
  enable_flop_cells: 4
setup_path:
  slowest_stage: "nor3_1"
  crit_end: "cfreq[16]"
  cp-startpoint: "cfreq[0]"
  timing.rr.end: "cfreq[16]"
  reg2reg_depth: 6
  crit_path_end_kind: "flip-flop"
  max_stage_delay_ps: 520
  r2r_slack_ps: 1130
  worst-path-stages: 6
  cp_num_buf_inv: 0
  worstPathMaxFanout: 4
  critPathKind: "reg2reg"
  required_ps: 3010
  start_kind: "flip-flop"
  path_cells: "ha_1, nand4_1, nor3_1, nand3_1, xor2_1, nor2_1"
  critPathTopFamily: "simple AND/OR/NAND/NOR gates"
  r2r_start: "cfreq[0]"
  critical_path_arrival_ps: 1870
layout:
  fin_util_pct: 38.6
  fillers: 501
  drive_gt1_share_pct: 5.43
  stdcell_count: 254
  syn_to_final_growth_pct: 24.1
timing:
  setup_violations: 0
  slew_violations: 0
  slew_headroom_pct: 41.3
  finClkSkew_ps: 4.35
  fmax_ghz: 0.566
  unclocked_regs: 17
  fin_crit_sh_pct: 60.9
  whs_ps: 465
  fin_crit_ps: 1770
  untimed_endpoints: 32
  finalHoldViolCount: 0
  worst_slew_pin_slew_ps: 856
  rsz0062_at_grt: "false"
  fin_setup_tns_ps: 0
clock_tree:
  clk_pin_slew_ps: 60
  clockBufferDepth: 2
  cts_resized: 0
  postCtsSetupRepairBufs: 0
  cts_buffers: 3
  clkLatencyLatePin_ps: 250
  ctsRootBufferMaster: "clkbuf_8"
  hold_buffers: 0
  cts_tree: "done"
  cts_max_level: 1
floorplan:
  die-area_sq_mm: 0.00556
  row_count: 26
  die_x_um: 74.6
  ioPinCount: 29
  initial_core_util_pct: 31.1
  chipHeight_um: 74.6
  core_area_sq_mm: 0.00507
job:
  warnings: 33
  cap_violations: 0
hold_path:
  hold_class: "reg2reg"
power:
  power_density_mw_per_mm2: 247
  power_mw: 0.485
  clkPwrFrac_pct: 35.2
  power_frac_seq_pct: 50.2
  ir_drop_v: 0.000262
  intPower_mw: 0.375
  comb_power_share_pct: 14.7
  p_leak_nw: 0.773
  switching_share_pct: 22.6
  p_sw_mw: 0.109
outcome:
  status: "complete, no violations"
-- metrics by stage --
stage	instance area [sq um]	setup slack (ps)
6_report	1960	1130
5_1_grt	1960	899
4_1_cts	1960	1130
3_5_place_dp	1910	1080
3_3_place_gp	1910	1100
2_1_floorplan	1580	1400
-- state kept, by name, summed over array words and instances, names as in the netlist --
name / count
count: 2
bcd: 4
an: 4
cfreq: 17
bcdtosseg.SSeg: 7
-- per-layer routing --
layer	up-vias	global-route usage, %
met3	2	0.824
met1	495	14.0
met5	-	0
li1	584	-
met2	15	16.3
met4	0	1.89
-- cell usage in the layout (no fill, tap or decap), types with 4 or more instances in the layout --
cell | netlist | final
clkdlybuf4s50_1 | 0 | 28
mux2i_1 | 12 | 12
dfxtp_1 | 30 | 30
nand3_1 | 10 | 10
inv_1 | 9 | 9
nand2_1 | 9 | 9
edfxtp_1 | 4 | 4
ha_1 | 11 | 11
xor2_1 | 6 | 6
a222oi_1 | 4 | 4
xnor2_1 | 9 | 9
nor2_1 | 21 | 21
-- cell type report --
cell class / count / area (sq um) / share of cell area, %
clock buffers: 3 / 41.3 / 2.11
clock inverters: 1 / 5.00 / 0.255
inverters: 13 / 48.8 / 2.49
multi-input cells: 105 / 776 / 39.6
flip-flops and latches: 34 / 721 / 36.8
well taps: 70 / 87.6 / 4.47
repair buffers: 28 / 280 / 14.3
-- power by group through the flow --
stage	registers (mW)	clock network, mW	logic, mW
global route	0.243	0.193	0.0788
CTS	0.243	0.179	0.0721
finish	0.243	0.171	0.0711
-- how the worst min path moves through the flow --
stage | from | to | slack [ps] | cells past startpoint
after CTS | cfreq[0] | cfreq[0] | 470 | 1
after global routing | cfreq[0] | cfreq[0] | 520 | 1
final | cfreq[0] | cfreq[0] | 460 | 1
-- cells by family after synthesis --
family,count (synthesis),share of synthesized area (%)
compound gates,12,6.18
simple gates,52,15.3
fa+ha+maj,11,8.72
mux,15,10.6
buf+inv,18,5.23
xor+xnor,15,8.32
flops,34,45.6
Power is estimated from default activity; no workload was simulated.
