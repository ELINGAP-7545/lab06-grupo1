<file path="run.sh">
#!/bin/bash
# OpenROAD 26Q1-2900-gdf79404cd8, Yosys 0.63+post, stock flow scripts
make -C /OpenROAD-flow-scripts/flow DESIGN_CONFIG=/design/flow/config.mk WORK_HOME=/design/flow/orfs finish
</file>
<file path="config.mk">
export PLATFORM = sky130hd
export DESIGN_NAME = BancoRegistro
export DESIGN_NICKNAME = BancoRegistro
export VERILOG_FILES = /design/flow/design.v
export SDC_FILE = /design/flow/constraint.sdc
export NUM_CORES = 4
export LEC_CHECK = 1
export CORE_UTILIZATION = 30
export SYNTH_HDL_FRONTEND = slang
</file>
<file path="constraint.sdc">
current_design BancoRegistro

set clk_period 6.6
set clk_io_pct 0.2

create_clock -name clk0 -period $clk_period [get_ports {clk}]

set non_clock_inputs [all_inputs -no_clocks]
set_input_delay [expr $clk_period * $clk_io_pct] -clock clk0 $non_clock_inputs
set_output_delay [expr $clk_period * $clk_io_pct] -clock clk0 [all_outputs]
</file>
<file path="design.v">
`timescale 1ns / 1ps
module BancoRegistro #(      		  
         parameter BIT_ADDR = 8,   
         parameter BIT_DATO = 4,   
			parameter   RegFILE= "src/Reg16.men")
	(
    input [BIT_ADDR-1:0] addrRa,
    input [BIT_ADDR-1:0] addrRb,
	 output [BIT_DATO-1:0] datOutRa,
    output [BIT_DATO-1:0] datOutRb,
	 input [BIT_ADDR:0] addrW,
    input [BIT_DATO-1:0] datW,
	 input RegWrite,
    input clk,
    input rst
    );
localparam NREG = 2 ** BIT_ADDR;
reg [BIT_DATO-1: 0] breg [NREG-1:0];
assign  datOutRa = breg[addrRa];
assign  datOutRb = breg[addrRb];
always @(posedge clk) begin
	if (RegWrite == 1)
     breg[addrW] <= datW;
  end
initial begin
	$readmemh(RegFILE, breg);
end
endmodule
</file>
==> flow_metrics.tcl <==
# metrics dict for downstream scripts
set metrics [dict create \
    ios 40 \
    largest_register "breg" \
    tritoncts "done" \
    die_x_um 407 \
    synth-edff-count 1024 \
    synth_cells 2725 \
    netSwitchingFraction 0.231 \
    status "complete, no violations" \
    cts.clk_slew.worst_paths_ps 60 \
    syn_area_mm2 0.0491 \
    warnings 31 \
    start_kind "input pin" \
    core.rowCount 148 \
    hold_violations 0 \
    synth-async-reset-ratio 0 \
    drtIter0Drc 1837 \
    crit_path_max_incr_delay_ps 550 \
    min_path_type "input pin to register" \
    dp_hpwl_mm 95.9 \
    powerDensity_mw_per_mm2 260 \
    ant_nets 0 \
    drive_gt1_frac 0.299 \
    hp-start "datW[2]" \
    h-tree-depth 3 \
    drc 0 \
    p_int_w 0.0111 \
    ys_cells 2725 \
    critPathKind "input pin to primary output" \
    largest_reg_flops 1024 \
    seq_power_share 0.495 \
    avgRoutedWirePerCell_um 28.4 \
    synth_area_per_cell_um2 18.0 \
    fmax_ghz 0.162 \
    p_switching_w 0.00335 \
    num_vias 27722 \
    overflow 0 \
    synth_cell_types 56 \
    worst_setup_path_end_kind "primary output" \
    grt_pass1_vias 30437 \
    fp_util 0.302 \
    worstPathRequired_ps 5280 \
    wl_mm 143 \
    numCtsBuffers 108 \
    cp_slowest_cell "mux4_2" \
    dr.pass1.iters 7 \
    yosysWarnings 0 \
    power.total_w 0.0145 \
    final_layout_top_logic_cells "edfxtp_1, mux4_2, nor2_1" \
    p_leak_nw 17.0 \
    track_usage 0.188 \
    die_area_mm2 0.165 \
    worstMarginPinSlew_ps 831 \
    die_h_um 407 \
    area_growth_pct 13.6 \
    drt-vias-per-instance 5.49 \
    layout_top_cell "edfxtp_1" \
    synthFlopType "edfxtp_1" \
    core_area_mm2 0.163 \
    path_cells "buf_8 > buf_4 > mux4_2 > mux4_2 > mux2i_1 > nor3_1 > a31oi_1 > o311ai_1 > buf_4 > clkdlybuf4s50_1" \
    setup_violations 0 \
    ir_drop_v 0.000215 \
    cts_sinks 1024 \
    io_buffers 37 \
    rsz0062_at_grt "no" \
    crit_fanout 29 \
    cap_viol_max_count 0 \
    post-route-util 0.343 \
    grt_pass1_wl_mm 209 \
    pwr-share-comb 0.086 \
    arrival_ps 4840 \
    largest_registers "breg: 1024 flops" \
    max_slew_margin 0.445 \
    ctsResizeCount 0 \
    gp_congestion 0.956 \
    place_area_mm2 0.0522 \
    clk_root_buffer_cell "clkbuf_16" \
    grt_start_max_net_pins 150 \
    period_used_share 0.933 \
    cp.depth 10 \
    crit_path_start "addrRb[0]" \
    design_area_mm2 0.0558 \
    crit_path_end "datOutRb[2]" \
    maxSlewViolCount 0 \
    worst-path-buf-inv 4 \
    period_needed_ps 6160 \
    fin_setup_tns_ps 0 \
    clock_path_buffers 3 \
    grt_antenna_before_repair 8 \
    pwr-share-clk 0.419 \
    ys_seq_frac 0.626 \
    yosys_area_mm2 0.0491 \
    cts_setup_buffers 0 \
    ctsHoldBuffers 0 \
    ys_ff 1024 \
    crit_family "multiplexers" \
]
[power groups by stage]
| stage | clock (W) | combinational [W] | sequential (W) |
|---|---|---|---|
| after global routing | 0.00641 | 0.00132 | 0.00717 |
| after CTS | 0.00617 | 0.00125 | 0.00717 |
| final | 0.00607 | 0.00125 | 0.00717 |
[cells in the mapped netlist, drive strengths merged (8+ instances only)]
library cell,n,area share
edfxtp,1024,0.63
nor2,285,0.022
nor3,12,0.0012
a2111oi,8,0.0014
nand3,32,0.0033
mux4,473,0.22
mux2,61,0.014
mux2i,142,0.029
o21ai,15,0.0015
o221ai,69,0.012
a22o,8,0.0014
nor2b,23,0.0029
a221oi,14,0.0025
a21boi,9,0.0014
nand4,22,0.0028
nand2,88,0.0067
a21oi,34,0.0035
a22oi,12,0.0018
o31ai,8,0.0012
nand2b,19,0.0024
o22ai,47,0.0060
buf,110,0.016
a211oi,23,0.0035
clkbuf,112,0.0086
[kinds of logic (layout without fill, tap and decap cells)]
family	count (synthesis)	count (layout)	synth area share
DFF	1024	1024	0.626
other	0	4	0
muxes	676	676	0.260
AOI/OAI and AO/OA	289	289	0.0440
buffers and inverters	228	371	0.0250
and+or+nand+nor	508	508	0.0451
[per-layer routing]
layer / vias up / part of all wire / track usage
met3: 271 / 0.16 / 0.131
li1: 11662 / - / -
met5: - / 0.0043 / 0.0262
met4: 24 / 0.033 / 0.0462
met2: 1598 / 0.47 / 0.284
met1: 14167 / 0.33 / 0.218
[final cells by class]
cell class | instances | area (µm²)
diodes | 4 | 10.0
clock inverters | 71 | 729
multi-input cells | 1473 | 17100
flip-flops and latches | 1024 | 30700
inverters | 6 | 22.5
well taps | 2175 | 2720
fillers | 15233 | 107000
repair buffers | 164 | 1610
clock buffers | 130 | 2810
[worst min path at each step]
stage,endpoint,cells after the start
CTS,breg[39][3],1
global route,breg[39][3],1
finish,breg[69][2],1
[through the flow]
stage	cells	worst slack, ps	hold slack, ps
finish	5047	439	1120
global route	5044	307	1150
CTS	5043	490	1110
detailed placement	4842	493	1870
global placement	4842	505	1860
floorplan	2725	2090	1420
No activity file was given, so power comes from the tool's default toggle rates.
